`/design/flow/design.v`:
```
`timescale 1ns / 1ps
module Calculation_unit(
    input [7:0] a,
	 input [7:0] b,
	 input [1:0] select,
	 input cin,
	 input clk,
	 input rst,
	 output [7:0] result
);
wire [7:0] cout;
reg [3:0] data1;
reg [3:0] data2;
reg [3:0] data3;
reg [3:0] data4;
reg [3:0] data5;
reg [3:0] data6;
reg [3:0] data7;
reg [3:0] data8;
wire [7:0] outmux;
wire [7:0] outfa;
Mux_Four_in_one mux1(
    .data(data1),
	 .select(select),
	 .rst(rst),
	 .clk(clk),
	 .out(outmux[0])
);
Mux_Four_in_one mux2(
    .data(data2),
	 .select(select),
	 .rst(rst),
	 .clk(clk),
	 .out(outmux[1])
);
Mux_Four_in_one mux3(
    .data(data3),
	 .select(select),
	 .rst(rst),
	 .clk(clk),
	 .out(outmux[2])
);
Mux_Four_in_one mux4(
    .data(data4),
	 .select(select),
	 .rst(rst),
	 .clk(clk),
	 .out(outmux[3])
);
Mux_Four_in_one mux5(
    .data(data5),
	 .select(select),
	 .rst(rst),
	 .clk(clk),
	 .out(outmux[4])
);
Mux_Four_in_one mux6(
    .data(data6),
	 .select(select),
	 .rst(rst),
	 .clk(clk),
	 .out(outmux[5])
);
Mux_Four_in_one mux7(
    .data(data7),
	 .select(select),
	 .rst(rst),
	 .clk(clk),
	 .out(outmux[6])
);
Mux_Four_in_one mux8(
    .data(data8),
	 .select(select),
	 .rst(rst),
	 .clk(clk),
	 .out(outmux[7])
);
FA fa1(
   .a(a[0]),
	.b(outmux[0]),
	.cin(cin),
	.cout(cout[0]),
	.sum(outfa[0])
);
FA fa2(
   .a(a[1]),
	.b(outmux[1]),
	.cin(cout[0]),
	.cout(cout[1]),
	.sum(outfa[1])
);
FA fa3(
   .a(a[2]),
	.b(outmux[2]),
	.cin(cout[1]),
	.cout(cout[2]),
	.sum(outfa[2])
);
FA fa4(
   .a(a[3]),
	.b(outmux[3]),
	.cin(cout[2]),
	.cout(cout[3]),
	.sum(outfa[3])
);
FA fa5(
   .a(a[4]),
	.b(outmux[4]),
	.cin(cout[3]),
	.cout(cout[4]),
	.sum(outfa[4])
);
FA fa6(
   .a(a[5]),
	.b(outmux[5]),
	.cin(cout[4]),
	.cout(cout[5]),
	.sum(outfa[5])
);
FA fa7(
   .a(a[6]),
	.b(outmux[6]),
	.cin(cout[5]),
	.cout(cout[6]),
	.sum(outfa[6])
);
FA fa8(
   .a(a[7]),
	.b(outmux[7]),
	.cin(cout[6]),
	.cout(cout[7]),
	.sum(outfa[7])
);
always @(posedge clk) begin
  if(rst) begin
    data1 = 4'b0000;
	 data2 = 4'b0000;
	 data3 = 4'b0000;
	 data4 = 4'b0000;
	 data5 = 4'b0000;
	 data6 = 4'b0000;
	 data7 = 4'b0000;
	 data8 = 4'b0000;
  end
  else begin
    case(select)
	   2'b00 : begin
		  data1[0] = b[0];
		  data2[0] = b[1];
		  data3[0] = b[2];
		  data4[0] = b[3];
		  data5[0] = b[4];
		  data6[0] = b[5];
		  data7[0] = b[6];
		  data8[0] = b[7];
		 end
		 2'b01 : begin
		   data1[1] = ~b[0];
			data2[1] = ~b[1];
			data3[1] = ~b[2];
			data4[1] = ~b[3];
			data5[1] = ~b[4];
			data6[1] = ~b[5];
			data7[1] = ~b[6];
			data8[1] = ~b[7];
		 end
		 2'b10 : begin
		   data1[2] = 0;
			data2[2] = 0;
			data3[2] = 0;
			data4[2] = 0;
			data5[2] = 0;
			data6[2] = 0;
			data7[2] = 0;
			data8[2] = 0;
		 end
		 2'b11 : begin
		   data1[3] = 1;
			data2[3] = 1;
			data3[3] = 1;
			data4[3] = 1;
			data5[3] = 1;
			data6[3] = 1;
			data7[3] = 1;
			data8[3] = 1;
		 end
		 default : begin
		   data1 = 4'b0000;
	      data2 = 4'b0000;
			data3 = 4'b0000;
			data4 = 4'b0000;
			data5 = 4'b0000;
			data6 = 4'b0000;
			data7 = 4'b0000;
			data8 = 4'b0000;
	    end
	 endcase
	end
end
assign result = outfa;
endmodule
`timescale 1ns / 1ps
module FA(a,b,cin,cout,sum);
input a,b,cin;
output cout,sum;
assign sum = a^b^cin;
assign cout = (a&b) | (a&cin) | (b&cin);
endmodule
`timescale 1ns / 1ps
module Mux_Four_in_one(
  input [3:0] data,
  input [1:0] select,
  input rst,
  input clk,
  output reg out
);
always @ (posedge clk) begin
  if (rst)
    out = 0;
  else begin
    case (select)
      2'b00: out = data[0];
      2'b01: out = data[1];
      2'b10: out = data[2];
      2'b11: out = data[3];
      default: out = 0;
    endcase
  end
end
endmodule
```
`/design/flow/run.sh`:
```
#!/bin/bash
# OpenROAD 26Q1-2900-gdf79404cd8, Yosys 0.63+post, stock flow scripts
make -C /OpenROAD-flow-scripts/flow DESIGN_CONFIG=/design/flow/config.mk WORK_HOME=/design/flow/orfs finish
```
`/design/flow/config.mk`:
```
export PLATFORM = sky130hd
export DESIGN_NAME = Calculation_unit
export DESIGN_NICKNAME = Calculation_unit
export VERILOG_FILES = /design/flow/design.v
export SDC_FILE = /design/flow/constraint.sdc
export NUM_CORES = 4
export LEC_CHECK = 1
export CORE_AREA = 10 10 114 114
export DIE_AREA = 0 0 124 124
```
`/design/flow/constraint.sdc`:
```
current_design Calculation_unit

set clk_period 2.5
set clk_io_pct 0.2

create_clock -name clk0 -period $clk_period [get_ports {clk}]

set non_clock_inputs [all_inputs -no_clocks]
set_input_delay [expr $clk_period * $clk_io_pct] -clock clk0 $non_clock_inputs
set_output_delay [expr $clk_period * $clk_io_pct] -clock clk0 [all_outputs]
```
==> impl_metrics.toml <==
# implementation run metrics
[synthesis]
top_cell_area_share = 0.388
simple_gate_area_frac = 0.215
synth-compound-area-share = 0.163
synthAdderAreaFrac = 0.109
mux_share = 0
synthTopLogicFamily = "simple AND/OR/NAND/NOR gates"
ys_seq_share = 0.388
area_leaders = "dfxtp_1 39%, fa_1 11%, nand2_1 8.4%"
xor_area_frac = 0.0136
synth_cell_type_count = 22
yosysWarnings = 2
syn-cell-area_sq_um = 1290
yosys-stat-area_sq_um = 1290
ys_seq_elements = 25
yosysTopAreaCell = "dfxtp_1"
syn_area_per_cell_sq_um = 9.09
yosys_cells = 142
synthCells = 142

[run]
tool_warnings = 28
cap_violations = 0

[clock_network]
cts_hold_buf = 0
numCtsBuffers = 3
post-cts-setup-buffers = 0
cts_tree = "built"
cts_sinks = 25
path_clk_slew_ns = 0.08
cts-root-buf = "clkbuf_8"
cts_buffer_depth = 2
clk_latency_ns = 0.26
h-tree-depth = 1

[die]
num_rows = 37
io_pins = 29
die_area_sq_um = 15400
dieHeight_um = 124
core_sq_um = 10400
fp_util = 0.124
die_w_um = 124

[power_and_ir_drop]
vdd_drop_max_v = 0.000176
leakagePower_nw = 0.560
power.total_mw = 0.798
powerDensity_nw_per_um2 = 471

[worst_setup_path]
r2r_slack_ns = 1.48
cp_data_arrival_time_ns = 3.19
cp_slowest_stage_delay_ns = 0.36
path_max_fanout = 1
worstSetupEndpointType = "output port"
rr_startpoint = "data3[3]$_SDFFE_PP0N_"
slowest_stage = "fa_2"
criticalPathCategory = "in2out"
crit_buf_inv = 4
reg2reg_depth = 3
path_delay_family = "adder cells"
crit_top_cell = "fa_2"
worst_setup_path_start_kind = "input port"
r2r-end = "mux3.out$_SDFF_PP0_"
worstPathRequired_ns = 2.00
timing.critical_path.cells = "buf_8, inv_12, fa_2, inv_2, fa_2, fa_2, fa_2, fa_2, fa_2, fa_2, xnor2_2, buf_2"

[drt]
ant_nets = 0
drc_errors = 0
wire_per_inst_um = 9.66
routed_via_density = 3.01
num_vias = 889
drt_iter0_drc = 18
drt-pass1-iter-count = 4
wl_mm = 2.85
num_antenna_cells = 0

[global_routing]
first_global_vias = 931
grt_pass1_wl_mm = 4.66
grt_max_degree = 26
grt-ovfl-total = 0
track_usage = 0.0374
antenna_found_initial = 0

[status]
violations = "negative setup slack"
status = "finished with violations"

[hold_path]
min_to = "data6[1]$_SDFFE_PP0N_"
hold_path_class = "reg2reg"
hold_depth = 2
hold_path.startpoint = "data6[1]$_SDFFE_PP0N_"

[timing]
setup_viol = 5
finalClockSkew_ns = 0.00177
worst_hold_slack_ns = 0.453
fmax_ghz = 0.271
worst_slack_ns = -1.19
max-slew-margin-rel = 0.606
rsz0062_at_grt = "yes"
worst_slew_pin_slew_ns = 0.590
finalHoldViolations = 0
fin_crit_sh = 1.48
final_max_slew_viol_count = 0
period_minus_slack_ns = 3.69

[cells_and_area]
fillers = 1160
area_delta_synth_final_pct = 31.4
lay_top_count = "nand2_1"
lay_top_cells = "29 x nand2_1, 25 x dfxtp_1, 19 x clkdlybuf4s50_1"
drive_above_1_share = 0.258

[placed_design]
io_buffers = 28
dp_slack_ns = -2.23
dpl.hpwl_mm = 2.19
gp_congestion = 0.762
-- power breakdown --
part	total, mW	switching (mW)	internal [mW]
clock network	0.233	0.119	0.114
registers	0.423	0.00815	0.415
logic	0.142	0.0633	0.0791
-- state kept, by name (all words and copies together), names as in the netlist, 2 cells and up --
signal and count:
data1 2, data3 3, data6 2, data7 2, data2 2, data5 2, data4 2, data8 2
-- Yosys cell counts --
cell,instances
nand2b_4,1
dfxtp_1,25
a21oi_2,12
nand2_1,29
nor2_8,1
a21oi_1,13
inv_1,5
nor2b_1,8
fa_1,7
or2_0,6
clkbuf_1,1
o21ai_0,7
nand2_2,3
buf_2,5
and2_1,1
buf_8,1
nor2_1,1
buf_6,2
buf_4,8
xnor2_1,2
or2_1,3
o21ai_1,1
-- through the flow --
step | setup TNS [ns] | util | std cells | cell area [sq um]
6_report | -3.88 | 0.163 | 295 | 1700
5_1_grt | -4.26 | 0.163 | 295 | 1700
2_1_floorplan | -3.70 | - | 142 | 1330
4_1_cts | -3.92 | 0.162 | 295 | 1690
3_3_place_gp | -10.21 | 0.160 | 291 | 1670
3_5_place_dp | -10.25 | 0.160 | 291 | 1670
-- timing repair --
action	4_1_cts	5_1_grt
setup endpoints to repair	8	5
resized	30	2
pin swaps	8	0
-- worst max-delay path by stage --
| stage | from | end | cells past startpoint |
|---|---|---|---|
| finish | a[0] | result[7] | 12 |
| global route | mux1.out$_SDFF_PP0_ | result[7] | 11 |
| CTS | a[0] | result[6] | 11 |
-- cell type report --
class / count / area [sq um] / area share
tap: 136 / 170 / 0.100
sequential: 25 / 500 / 0.295
multi-input combinational: 95 / 671 / 0.395
timing repair buffer: 30 / 274 / 0.162
inverter: 5 / 36.3 / 0.0214
clock buffer: 4 / 45.0 / 0.0265
-- metal layers --
metal	global-route usage	routed length, um
met5	0	0
met4	0.00360	12
met3	0.0234	401
met2	0.0543	1130
met1	0.0481	1300
-- cell families after synthesis --
group	Yosys count
and+or+nand+nor	53
xor gates and xnor gates	2
adders and majority gates	7
DFF	25
buffers and inverters	22
AOI/OAI and AO/OA	33
-- worst reg2reg max path, stage by stage (launching register included) --
cell and delay, ns:
dfxtp_1 0.33, and2_1 0.28, o21ai_0 0.16, a21oi_2 0.18
Power is estimated from default activity; no workload was simulated.
